==> flow/design.v <==
module Decode(
    input  wire [31:0]   instr,
    output wire [4:0]    rs1,
    output wire [4:0]    rs2,
    output wire [4:0]    rd,
    output wire [31:0]   Imm,
    output wire          wreg,
    output wire [1:0]    wregSrc,
    output wire          pcSrc,
    output wire          jalr,
    output wire          btype,
    output wire [2:0]    funct3,
    output wire [3:0]    ALU_op,
    output wire          aluSrcB,
    output wire          store,
    output wire          load,
    output wire          csr,
    output wire          exception,
    output wire [31:0]   cause,
    output uret
);
    wire lui,auipc,jal,itype,rtype;
    wire [6:0] opcode;
    wire [6:0] funct7;
    assign opcode = instr[6:0];
    assign funct3 = instr[14:12];
    assign funct7 = instr[31:25];
    assign rs1 = instr[19:15];
    assign rs2 = instr[24:20];
    assign rd  = instr[11:7];
    wire [31:0] u_imm;
    wire [31:0] i_imm;
    wire [31:0] s_imm;
    wire [31:0] b_imm;
    wire [31:0] j_imm;
    assign u_imm = {instr[31:12], 12'b0};
    assign i_imm = {{20{instr[31]}}, instr[31:20]};
    assign s_imm = {{20{instr[31]}}, instr[31:25], instr[11:7]};
    assign b_imm = {{20{instr[31]}}, instr[7], instr[30:25], instr[11:8], 1'b0};
    assign j_imm = {{12{instr[31]}}, instr[19:12], instr[20], instr[30:21], 1'b0};
    assign Imm = (lui || auipc) ? u_imm : 
                    jal ? j_imm : 
                    (jalr || itype || load) ? i_imm : 
                    store ? s_imm :
                    btype ? b_imm : 0; 
    assign lui = opcode == 7'b0110111 ? 1'b1 : 1'b0;
    assign auipc = opcode == 7'b0010111 ? 1'b1 : 1'b0;
    assign jal = opcode == 7'b1101111 ? 1'b1 : 1'b0;
    assign jalr = opcode == 7'b1100111 ? 1'b1 : 1'b0;
    assign btype = opcode == 7'b1100011 ? 1'b1 : 1'b0;
    assign itype = opcode == 7'b0010011 ? 1'b1 : 1'b0;
    assign rtype = opcode == 7'b0110011 ? 1'b1 : 1'b0; 
    assign store = opcode == 7'b0100011 ? 1'b1 : 1'b0; 
    assign load = opcode == 7'b0000011 ? 1'b1 : 1'b0;
    wire system,ebreak,ecall;
    assign system = opcode == 7'b1110011 ? 1'b1 : 1'b0;
    assign csr = system && (funct3 != 3'b000);
    assign ecall = system && (funct3 == 3'b000) && (rs2 == 0);
    assign ebreak = system && (funct3 == 3'b000) && (rs2 == 1);
    assign uret = system && (funct3 == 3'b000) && (rs2 == 2);
    assign wreg = (lui || auipc || jal || jalr || itype || rtype || load || csr) ? 1 : 0;
    assign wregSrc = lui ? 0 :
                        auipc ? 1 :
                        (jal || jalr) ? 2 : 
                        (itype || rtype || csr) ? 3 : 3; 
    assign pcSrc = (jal || jalr) ? 1 : 0;
    assign ALU_op = (rtype || (itype && funct3 == 3'b101)) ? {funct7[5], funct3} : 
                    itype ? {1'b0, funct3} : 0 ;
    assign aluSrcB = (itype || load || store) ? 1 : 0;
    wire illegal_inst;
    assign illegal_inst = ~(lui || auipc || jal || jalr || btype || load || store || itype || rtype || system);
    assign exception = illegal_inst || ecall || ebreak ;
    assign cause = illegal_inst ? 2 : 
                    ebreak ? 3 : 
                    ecall ? 8 : 0; 
endmodule  
==> flow/run.sh <==
#!/bin/bash
# OpenROAD 26Q1-2900-gdf79404cd8, Yosys 0.63+post, stock flow scripts
make -C /OpenROAD-flow-scripts/flow DESIGN_CONFIG=/design/flow/config.mk WORK_HOME=/design/flow/orfs finish
==> flow/config.mk <==
export PLATFORM = sky130hd
export DESIGN_NAME = Decode
export DESIGN_NICKNAME = Decode
export VERILOG_FILES = /design/flow/design.v
export SDC_FILE = /design/flow/constraint.sdc
export NUM_CORES = 4
export LEC_CHECK = 1
export CORE_AREA = 10 10 85 85
export DIE_AREA = 0 0 95 95
export SYNTH_HDL_FRONTEND = slang
==> flow/constraint.sdc <==
current_design Decode

set clk_period 3.3
set clk_io_pct 0.2

create_clock -name clk0 -period $clk_period

set non_clock_inputs [all_inputs -no_clocks]
set_input_delay [expr $clk_period * $clk_io_pct] -clock clk0 $non_clock_inputs
set_output_delay [expr $clk_period * $clk_io_pct] -clock clk0 [all_outputs]
==> impl_metrics.env <==
# physical design summary
export IMPL_routed_via_count=1303
export IMPL_crit_path_frequent_cell="clkdlybuf4s50_1"
export IMPL_yosysCellCount=159
export IMPL_final_hold_viol_count=0
export IMPL_grt_pass1_wl_um=7203
export IMPL_drv_cap=0
export IMPL_ios=130
export IMPL_criticalPathCategory="input port to output port"
export IMPL_dp_hpwl_um=4232
export IMPL_grt_use_total_pct=9.803
export IMPL_arrival_ps=2550
export IMPL_max_freq_mhz=311.5
export IMPL_dieArea_mm2=0.009025
export IMPL_rsz0062_at_grt="false"
export IMPL_antenna_found_initial=0
export IMPL_seq_area_um2=0
export IMPL_die_w_um=95
export IMPL_core_area_mm2=0.005473
export IMPL_fin_crit_sh_pct=97.30
export IMPL_flop_count=0
export IMPL_tool_warnings=32
export IMPL_antenna_left=0
export IMPL_fp_util_pct=20.42
export IMPL_drive_above_1_share_pct=12.65
export IMPL_wire_per_inst_um=14.98
export IMPL_vias_per_cell=4.009
export IMPL_stdcell_count=325
export IMPL_finalMaxSlewViolations=0
export IMPL_grt_pass1_vias=1344
export IMPL_yosysSeqAreaShare_pct=0
export IMPL_critPathRequiredTime_ps=2640
export IMPL_path_cells="clkdlybuf4s50_1 > nand4b_4 > nor2_2 > buf_4 > or3_4 > o21ai_2 > clkdlybuf4s50_1"
export IMPL_dp_slack_ps=18.19
export IMPL_final_common_cell="clkdlybuf4s50_1"
export IMPL_dr_pass1_iters=4
export IMPL_drc=0
export IMPL_period_needed_ps=3211
export IMPL_cp_max_fo=8
export IMPL_min_from="instr[2]"
export IMPL_irDropWorstVdd_mv=0.02615
export IMPL_power_leakage_nw=1.019
export IMPL_routabilityCongestion=0.8357
export IMPL_yosysWarnings=0
export IMPL_hold_end="jalr"
export IMPL_ys_area_mm2=0.001117
export IMPL_grt_max_degree=14
export IMPL_place_inst=324
export IMPL_grt_overflow=0
export IMPL_lay_top_cells="clkdlybuf4s50_1 (97), conb_1 (29), a21o_1 (19)"
export IMPL_ys_types=41
export IMPL_syn2layout_area_growth_pct=88.47
export IMPL_final_util_pct=38.48
export IMPL_critPathSlowestCell="clkdlybuf4s50_1"
export IMPL_hold_class="input port to output port"
export IMPL_syn_area_mm2=0.001117
export IMPL_clock_buffers=0
export IMPL_layout_setup_ws_ps=89.21
export IMPL_critPathLaunchType="input port"
export IMPL_antennaDiodeCount=0
export IMPL_max_stage_delay_ps=550
export IMPL_status="complete, no violations"
export IMPL_drt_iter0_drc=30
export IMPL_setup_viol=0
export IMPL_power_density_mw_per_mm2=71.31
export IMPL_finalWirelength_um=4870
export IMPL_worst_setup_path_end_kind="output port"
export IMPL_synth_avg_cell_area_um2=7.027
export IMPL_row_count=27
export IMPL_postCtsHoldBufs=0
export IMPL_port_buffers=101
export IMPL_hold_depth=4
export IMPL_final_area_mm2=0.002106
export IMPL_synth_cells=159
export IMPL_die_h_um=95
export IMPL_crit_start="instr[4]"
export IMPL_dpl_instance_area_mm2=0.002059
Yosys cell counts, types with 3 or more instances:
cell type  instances  area, um^2
inv_1              4       15.01
nor3_1             6       30.03
a21o_1            19       142.6
and2_1             7       43.79
buf_4             47       352.8
mux2i_1            4       40.04
nor2_1            14       52.55
nand2_1            8       30.03
nand3_1            6       30.03
and3_1             4       25.02
a21oi_1            3       15.01
buf_6              4       45.04
what timing repair did:
action	CTS	global route
endpoints found under the setup margin	1	31
setup buffers	0	1
pin swaps	0	1
cloned	0	0
resized	1	7
power breakdown:
part / leakage (nW) / total [mW] / internal [mW] / switching [mW]
clock network: 0 / 0 / 0 / 0
logic: 1.02 / 0.150 / 0.0965 / 0.0536
registers: 0 / 0 / 0 / 0
how the worst max path moves through the flow:
stage and endpoint:
4_1_cts Imm[28], 5_1_grt Imm[15], 6_report cause[1]
layer usage:
metal	part of all wire (%)	vias up	wire [um]	track usage (%)
met5	0	-	0	0
met4	0	0	0	0
li1	-	663	-	-
met1	42	579	2047	12.72
met3	8.9	0	435	2.484
met2	49	61	2388	16.99
cell families after synthesis:
family                 share of synthesized area [%]
multiplexers                                   4.591
AND/OR/NAND/NOR                                32.14
AND-OR/OR-AND                                  24.75
buffers and inverters                          38.19
other                                         0.3356
worst max-delay path: cells and delay by family:
family                 cells  cell delay, ps
AOI/OAI and AO/OA          1              60
buffers and inverters      3            1200
and+or+nand+nor            3             630
area by class of cell:
| type | count | area (um^2) |
|---|---|---|
| Fill cell | 569 | 3367 |
| Inverter | 4 | 15.01 |
| Multi-Input combinational cell | 129 | 824.5 |
| Tap cell | 72 | 90.09 |
| Timing Repair Buffer | 120 | 1176 |
per-stage QoR:
| stage | hold slack (ps) | TNS, ps | power [mW] |
|---|---|---|---|
| floorplan | 1333 | 0 | 0.07531 |
| global placement | 2158 | -96.63 | 0.1507 |
| detailed placement | 2156 | 0 | 0.1499 |
| CTS | 2156 | 0 | 0.1513 |
| global route | 2107 | 0 | 0.1650 |
| finish | 2067 | 0 | 0.1502 |
Power and IR drop assume default switching activity.
