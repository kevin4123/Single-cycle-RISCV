--- flow/design.v ---
module Registers(
    input  wire        clk,
    input  wire        we,
    input  wire [4:0]  rs1,
    input  wire [4:0]  rs2, 
    input  wire [4:0]  rd,
    input  wire [31:0] din,
    output wire [31:0] r1,
    output wire [31:0] r2
);
    reg [31:0] regfiles [1:31];
    always @(posedge clk) begin
        if (we && rd != 0) begin
            regfiles[rd] <= din;
        end
    end
    assign r1 = rs1 == 5'd0 ? 32'd0 : regfiles[rs1];
    assign r2 = rs2 == 5'd0 ? 32'd0 : regfiles[rs2];
endmodule
--- flow/run.sh ---
#!/bin/bash
# OpenROAD 26Q1-2900-gdf79404cd8, Yosys 0.63+post, stock flow scripts
make -C /OpenROAD-flow-scripts/flow DESIGN_CONFIG=/design/flow/config.mk WORK_HOME=/design/flow/orfs finish
--- flow/config.mk ---
export PLATFORM = sky130hd
export DESIGN_NAME = Registers
export DESIGN_NICKNAME = Registers
export VERILOG_FILES = /design/flow/design.v
export SDC_FILE = /design/flow/constraint.sdc
export NUM_CORES = 4
export LEC_CHECK = 1
export CORE_UTILIZATION = 30
export SYNTH_HDL_FRONTEND = slang
--- flow/constraint.sdc ---
current_design Registers

set clk_period 5.7
set clk_io_pct 0.2

create_clock -name clk0 -period $clk_period [get_ports {clk}]

set non_clock_inputs [all_inputs -no_clocks]
set_input_delay [expr $clk_period * $clk_io_pct] -clock clk0 $non_clock_inputs
set_output_delay [expr $clk_period * $clk_io_pct] -clock clk0 [all_outputs]
==> impl_metrics.yaml <==
# synthesis and place-and-route metrics
critical_path:
  crit_arrival_ps: 4310
  cp-start-kind: "input pin"
  end_kind: "output pin"
  critPathRequiredTime_ps: 4560
  cp_max_fo: 14
  critical_path_class: "in -> out"
drt:
  drc: 0
  drt_first_pass_iters: 5
  dr.first_iter.drc_count: 1902
  ant_nets: 0
  viasPerCell: 5.47
  wirelength_mm: 144
  wl_per_cell_um: 29.3
  vias: 26800
grt:
  met1_usage_pct: 22.4
  grt_pass1_wl_mm: 206
  antenna_found_initial: 12
  grt.total_usage_pct: 19.6
  grt_pass1_vias: 28900
  met3_usage_pct: 15.5
  grt_busiest_layer: "met2"
  grt_use_met2_pct: 28.9
  grt_overflow: 0
  grt_start_max_net_pins: 60
logic_synthesis:
  yosys_area_um2: 46500
  flop_cell: "edfxtp_1"
  synth_async_sr_flop_share_pct: 0
  edf_count: 992
  xor_share_pct: 0
  synthesis.instances: 2593
  simple_gate_share_pct: 3.78
  most_common_cell: "edfxtp_1"
  mux_share_pct: 24.6
  synth_area_um2: 46500
  synthAoiAreaFrac_pct: 5.20
  adder_share_pct: 0
  yosysWarnings: 0
  largest_area_cell: "edfxtp_1"
  common_cells: "edfxtp_1, mux4_2, mux2i_1"
  numSynthFlops: 992
  ys_top_logic_family: "multiplexers"
  top_cells_by_area: "edfxtp_1, mux4_2, mux2i_1"
  postSynthSeqShare_pct: 64.1
  synth.distinct_cells: 38
  top_cell_area_share_pct: 64.1
  synth_area_per_cell_um2: 17.9
  ys_cells: 2593
layout:
  final_core_util_pct: 35.2
  area_growth_pct: 16.7
  fill_cells: 14300
  reg_top3: "regfiles x992"
  largest_reg_flops: 992
  layout-drive-gt1-share_pct: 25.8
  regMostFlops: "regfiles"
timing:
  worst_slew_pin_slew_ps: 1050
  finalMaxSlewViolations: 0
  clock.fmax_ghz: 0.184
  finalSetupTns_ps: 0
  rsz0062_at_grt: "no"
  fin_ws_ps: 251
  period_needed_ps: 5450
  setup_violations: 0
  period_used_pct: 95.6
  max_slew_margin_pct: 29.9
  hold_viol: 0
clocking:
  cts_setup_buffers: 0
  cts_tree: "yes"
  clk_pin_slew_ps: 60
  clk_path_buf_depth: 3
  cts.sinks: 992
  cts_buffers: 99
  cts_max_level: 3
  postCtsHoldBufs: 0
  ctsResizeCount: 0
  cts-root-buf: "clkbuf_16"
pwr:
  clock_power_share_pct: 40.2
  internal_power_mw: 12.5
  switchingPower_mw: 3.71
  p_sw_share_pct: 22.9
  pwr-share-comb_pct: 9.4
  vdd_drop_max_mv: 0.224
  seqPwrFrac_pct: 50.4
  p_leak_nw: 17.7
  powerDensity_nw_per_um2: 298
run_status:
  status: "complete, no violations"
placement:
  gp_congestion: 0.885
  dp.final_hpwl_mm: 87.0
  portBuffers: 112
  pre_cts_slack_ps: 299
die:
  core-area_um2: 154000
  die_area_um2: 157000
  die_x_um: 396
  rows: 144
  initCoreUtil_pct: 30.2
  die.size.y_um: 396
  ios: 113
run:
  tool_warnings: 25
  cap_viol_max_count: 0
hold_path:
  hold_path_class: "in -> reg"
layout by cell type, fill, tap and decap left out, types with 20 or more instances in the layout:
cell type,n
a311o_1,31
buf_4,143
clkdlybuf4s50_1,104
a22o_1,46
clkbuf_1,20
mux4_2,340
nor2_1,81
nor2_4,32
mux2i_1,311
a21oi_1,65
clkinv_2,22
a22oi_1,94
and2_1,33
mux2_2,28
clkinv_1,21
buf_12,30
edfxtp_1,992
nand3_1,51
nand2_1,86
a211o_1,31
clkbuf_16,102
nor2b_1,31
worst max-delay path, stage by stage:
cell             delay [ps]
clkdlybuf4s50_1        1160
nor2b_2                 330
buf_4                   160
a22oi_1                  80
and3_1                  230
a31oi_1                 600
clkdlybuf4s50_1         610
metrics by stage:
stage                     power (mW)  std cells  hold slack, ps  area (µm²)
after floorplan                 9.12       2593            1240       46500
after global placement          9.83       4717            1970       51000
after CTS                       16.3       4901            1220       54200
after global routing            16.6       4904            1280       54200
final                           16.2       4905            1260       54200
after detailed placement        9.83       4717            1970       51000
layer usage:
layer | vias to the layer above | share of wire (%)
li1 | 11200 | -
met3 | 242 | 18
met2 | 1800 | 46
met4 | 12 | 3.1
met5 | - | 0.052
met1 | 13500 | 33
power groups by stage:
| stage | sequential [mW] | clock (mW) | combinational, mW |
|---|---|---|---|
| finish | 8.15 | 6.51 | 1.52 |
| CTS | 8.15 | 6.61 | 1.54 |
| global route | 8.16 | 6.86 | 1.63 |
logic make-up after synthesis:
logic type	after synthesis
compound gates	333
buf+inv	204
flops	992
mux	695
simple gates	369
path summary, 6_finish.rpt:
kind,from,endpoint,cells past startpoint
max,rs2[4],r2[0],7
min,din[5],regfiles[24][5],2
layout make-up:
type	instances	area (µm²)	share of cell area [%]
Sequential cell	992	29800	54.9
Antenna cell	4	10.0	0.0185
Multi-Input combinational cell	1397	15900	29.3
Clock buffer	122	2630	4.84
Clock inverter	62	577	1.06
Inverter	1	3.75	0.00692
Timing Repair Buffer	283	2790	5.14
Tap cell	2044	2560	4.72
Power and IR drop assume default switching activity.
