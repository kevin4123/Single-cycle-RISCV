File: config.mk
export PLATFORM = sky130hd
export DESIGN_NAME = csr
export DESIGN_NICKNAME = csr
export VERILOG_FILES = /design/flow/design.v
export SDC_FILE = /design/flow/constraint.sdc
export NUM_CORES = 4
export LEC_CHECK = 1
export CORE_UTILIZATION = 40
export SYNTH_HDL_FRONTEND = slang
File: run.sh
#!/bin/bash
# OpenROAD 26Q1-2900-gdf79404cd8, Yosys 0.63+post, stock flow scripts
make -C /OpenROAD-flow-scripts/flow DESIGN_CONFIG=/design/flow/config.mk WORK_HOME=/design/flow/orfs finish
File: constraint.sdc
current_design csr

set clk_period 8.4
set clk_io_pct 0.2

create_clock -name clk0 -period $clk_period [get_ports {clk}]

set non_clock_inputs [all_inputs -no_clocks]
set_input_delay [expr $clk_period * $clk_io_pct] -clock clk0 $non_clock_inputs
set_output_delay [expr $clk_period * $clk_io_pct] -clock clk0 [all_outputs]
File: design.v
module csr(
    input clk,
    input rstn,
    input we,
    input [11:0] addr,
    input [31:0] din,
    output reg [31:0] dout,
    input exception,
    input [31:0] cause,
    input [31:0] pc,
    output trap,
    output [31:0] utvec,
    input uret,
    output [31:0] uepc,
    input interrupt,
    input [31:0] icause,
    input [31:0] pc4
);
    reg [31:0] ustatus,utvec,ucause,utval,uepc;
    always @(posedge clk) begin
        if(!rstn)
        begin
            ustatus <= 0;
            utvec <= 0;
            ucause <= 0;
            utval <= 0;
            uepc <= 0;
        end
        else if(exception)
        begin
            ustatus <= {ustatus[31:4],ustatus[0],ustatus[2:1],1'b0};
            ucause <= cause;
            uepc <= pc;
        end
        else if(interrupt)
        begin
            ustatus <= {ustatus[31:4],ustatus[0],ustatus[2:1],1'b0};
            ucause <= icause;
            uepc <= pc4;
        end
        else if(uret)
        begin
            ustatus <= {ustatus[31:1],ustatus[3]};
        end
        else if(we)
        begin
            case (addr)
                0: ustatus <= din;
                5: utvec <= din;
                65: uepc <= din;
                66: ucause <= din;
                67: utval <= din;
            endcase
        end
    end
    always @(*)
    begin
        if(~we)
            dout <= 32'hzzzz_zzzz;
        else
        begin
            case (addr)
                0: dout <= ustatus;
                5: dout <= utvec;
                65: dout <= uepc;
                66: dout <= ucause;
                67: dout <= utval;
                default: dout <= 0;
            endcase
        end
    end
    assign trap = exception || interrupt;
endmodule
==> flow_summary.yaml <==
# synthesis and place-and-route metrics
power_and_ir_drop:
  power_leakage_nw: 4.54
  power_mw: 1.81
  vdd_ir_drop_max_uv: 121
  power-per-cell-area_nw_per_um2: 151
global_routing:
  grt_start_max_net_pins: 78
  grt_first_pass_wirelength_microns: 45000
  grt_antenna_before_repair: 1
  grt_overflow: 0
  grt.total_usage_pct: 27.0
  grt_pass1_vias: 8136
clocking:
  clock-sinks: 160
  clkLatencyLatePin_ns: 0.42
  htreeDepth: 4
  cts_root_cell: "clkbuf_16"
  cts_setup_buffers: 0
  hold_buffers: 0
  cts_made_buffers: 17
  cts_tree: "built"
  clk_pin_slew_ns: 0.06
  clockBufferDepth: 2
  cts_resized: 0
critical_path:
  rr_worst_depth: 2
  crit_fanout: 18
  worst_path_most_repeated_cell: "clkdlybuf4s50_1"
  worstReg2RegEnd: "ustatus[0]"
  rr_startpoint: "ustatus[0]"
  worst_setup_path_start_kind: "primary input"
  slowest_delay_ns: 0.79
  worst_ep_required_time_ns: 6.72
  worstSetupPathType: "in -> out"
  rrSetupSlack_ns: 7.54
  setup.worst_path.end_class: "output pin"
  cp.arrival_ns: 4.86
  cp_cell_sequence: "clkdlybuf4s50_1, or4_1, nor3_4, buf_4, nand2_1, o21ai_0, clkdlybuf4s50_1"
  critPathSlowestCell: "nor3_4"
cells_and_area:
  syn2layout_area_growth_pct: 41.0
  layout_top_cell: "nand2_1"
  final-seq-area_sq_um: 3200
  post_route_cells_drive_above_1_share_pct: 7.50
  final_cell_mix: "286 x nand2_1, 270 x clkdlybuf4s50_1, 191 x mux2i_1"
  filler_cell_count: 1912
  logic_area_sq_um: 4940
  finalInstanceArea_sq_um: 11900
worst_hold_path:
  worst_hold_path.num_cells: 2
  hold-path-endpoint: "utval[29]"
  worstHoldPathType: "reg -> reg"
  worstHoldStart: "utval[29]"
final_timing:
  fmax_mhz: 153
  worstMarginPinSlew_ns: 0.940
  setup_viol_count_final: 0
  timing_max_transition_violations_final: 0
  hold_viol_final: 0
  finalCritPeriodShare_pct: 77.8
  clock_period_minus_worst_slack_ns: 6.54
  timing.clock.skew_ns: 0.000252
  setup_tns_ns: 0
  rsz0062_at_grt: "no"
  slew-limit-headroom_pct: 37.1
synthesis:
  synth.yosys.seq_area_share_pct: 37.8
  yosys_cells: 1053
  synth_chip_area_sq_um: 8470
  top_cell_type_s_share_of_synthesized_area_pct: 37.8
  post_synth_main_area_contributors: "dfxtp_1 38%, mux2i_1 23%, nand2_1 13%, o21ai_0 7.7%, a221oi_1 3.3%"
  netlist_area_sq_um: 8470
  ys.flops: 160
  synthAoiAreaFrac_pct: 14.6
  synth-warning-count: 0
  synth.lib_cells_used.distinct: 30
  synthMuxAreaShare_pct: 22.6
  synthesis.area_per_instance_sq_um: 8.04
  synthesis.instances: 1053
  synth_adder_area_share_pct: 0
  netlist.top_cell.by_area: "dfxtp_1"
  synth.cellmix.simpleShare_pct: 20.3
  topCombFamilyByArea: "multiplexers"
  yosys.area_share.xor_xnor_pct: 0
route:
  vias_per_cell: 5.36
  drt_wl_total_microns: 28500
  drt_first_pass_iters: 5
  drc: 0
  routed-via-count: 8315
  ant_nets: 0
  detailedRoute.firstIterationViolations: 424
  post_drt_wl_per_cell_microns: 18.4
run:
  cap_violations: 0
  tool_warnings: 25
place:
  hpwlAfterDp_microns: 18900
  dpl_cell_area_sq_um: 11400
  place_congestion: 0.819
  io_buffer_count: 274
floorplanning:
  initial_utilization_pct: 41.3
  die_height_microns: 148
  design.die.area_sq_um: 21800
  rows: 52
  pin_count: 275
  die.size.x_microns: 148
  core_area_sq_um: 20500
run_status:
  run_status: "finished, final reports clean"
-- stage by stage --
| step | utilization, % | hold slack, ns | setup WS [ns] | instances |
|---|---|---|---|---|
| floorplan | - | 0.435 | 3.62 | 1053 |
| global placement | 55.5 | 0.442 | 1.93 | 1521 |
| detailed placement | 55.5 | 0.449 | 1.88 | 1521 |
| CTS | 58.3 | 0.459 | 1.87 | 1550 |
| global route | 58.3 | 0.475 | 1.76 | 1550 |
| finish | 58.3 | 0.456 | 1.86 | 1551 |
-- worst max-delay path by stage --
| stage | slack, ns | end | from |
|---|---|---|---|
| CTS | 1.87 | dout[23] | addr[1] |
| global route | 1.76 | dout[26] | addr[1] |
| finish | 1.86 | dout[23] | addr[1] |
-- power by group --
group	total, mW	leakage [nW]	switching [mW]	internal, mW
clock network	0.742	0.267	0.303	0.440
logic	0.267	2.97	0.124	0.143
registers	0.798	1.30	0.0153	0.783
-- cell type report --
type                       instances  share of cell area (%)
tap                              270                    2.83
inverter                           3                  0.0943
multi-input combinational        794                    41.4
antenna                            1                  0.0210
timing repair buffer             294                    24.2
sequential                       160                    26.8
clock inverter                    10                   0.964
clock buffer                      19                    3.71
-- cell families (layout without fill, tap and decap cells) --
logic type / after synthesis / count (layout)
mux: 191 / 191
buf+inv: 99 / 326
simple gates: 405 / 405
compound gates: 198 / 198
other cells: 0 / 1
flops: 160 / 160
-- critical path, delay by kind of cell --
family	cells	cell delay, ns
simple gates	3	1.63
compound gates	1	0.10
buf+inv	3	1.44
-- flip-flops by register name, summed over array words and instances (netlist names) --
| name | count |
|---|---|
| utval | 32 |
| uepc | 32 |
| ucause | 32 |
| utvec | 32 |
| ustatus | 32 |
-- Yosys cell counts, drive strengths merged --
cell type	n
a21bo	1
nand3	33
clkbuf	68
a21oi	1
a221oi	32
nor2	35
nand3b	1
nand2b	1
a41oi	1
and2	1
mux2i	191
o21ai	161
inv	3
nand2	287
o211ai	1
nor2b	1
buf	28
nor4bb	2
dfxtp	160
or3b	1
nor3	2
or4	4
nand4	34
nor4	3
a31oi	1
-- layer usage --
metal | vias to the layer above | share of wire [%] | track usage, %
met3 | 16 | 5.8 | 5.10
met4 | 0 | 0.89 | 2.68
met1 | 3923 | 46 | 39.7
li1 | 4142 | - | -
met2 | 234 | 47 | 43.8
met5 | - | 0 | 0
No activity file was given, so power comes from the tool's default toggle rates.
